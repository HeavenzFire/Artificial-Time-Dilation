--- flow/run.sh ---
#!/bin/bash
# OpenROAD 26Q1-2900-gdf79404cd8, Yosys 0.63+post, stock flow scripts
make -C /OpenROAD-flow-scripts/flow DESIGN_CONFIG=/design/flow/config.mk WORK_HOME=/design/flow/orfs finish
--- flow/config.mk ---
export PLATFORM = sky130hd
export DESIGN_NAME = syntropy_core
export DESIGN_NICKNAME = syntropy_core
export VERILOG_FILES = /design/flow/design.v
export SDC_FILE = /design/flow/constraint.sdc
export NUM_CORES = 4
export LEC_CHECK = 1
export CORE_UTILIZATION = 50
export SYNTH_HDL_FRONTEND = slang
--- flow/constraint.sdc ---
current_design syntropy_core

set clk_period 19.3
set clk_io_pct 0.2

create_clock -name clk0 -period $clk_period [get_ports {clk}]

set non_clock_inputs [all_inputs -no_clocks]
set_input_delay [expr $clk_period * $clk_io_pct] -clock clk0 $non_clock_inputs
set_output_delay [expr $clk_period * $clk_io_pct] -clock clk0 [all_outputs]
--- flow/design.v ---
`timescale 1ns / 1ps
module syntropy_core #(
    parameter DATA_WIDTH = 16,
    parameter ADDR_WIDTH = 8,
    parameter THRESHOLD_DEFAULT = 16'hE666,   
    parameter LEARNING_RATE = 16'h0019,      
    parameter MAX_ITERATIONS = 8'd10
)(
    input wire clk,
    input wire rst_n,
    input wire [DATA_WIDTH-1:0] voltage_drift,     
    input wire [DATA_WIDTH-1:0] packet_loss,       
    input wire [DATA_WIDTH-1:0] temp_variance,     
    input wire [DATA_WIDTH-1:0] phase_jitter,      
    input wire [DATA_WIDTH-1:0] threshold,         
    input wire enable_learning,                    
    input wire mesh_broadcast_en,                  
    output reg stable,                             
    output reg [DATA_WIDTH-1:0] flux_value,        
    output reg [DATA_WIDTH-1:0] correction_vector,  
    output reg [DATA_WIDTH-1:0] optimized_params,  
    output reg learning_active,                    
    output reg mesh_broadcast_req,                 
    input wire [DATA_WIDTH-1:0] mesh_flux_in,      
    input wire [DATA_WIDTH-1:0] mesh_correction_in,  
    input wire mesh_valid_in,                      
    output reg [DATA_WIDTH-1:0] mesh_flux_out,     
    output reg [DATA_WIDTH-1:0] mesh_correction_out,  
    output reg mesh_valid_out,                     
    output reg [7:0] iteration_count,              
    output reg [3:0] state,                        
    output reg error_flag                          
);
    localparam IDLE = 4'd0;
    localparam EVALUATE = 4'd1;
    localparam LEARN = 4'd2;
    localparam CORRECT = 4'd3;
    localparam BROADCAST = 4'd4;
    localparam ERROR = 4'd5;
    reg [DATA_WIDTH-1:0] flux_reg;
    reg [DATA_WIDTH-1:0] threshold_reg;
    reg [DATA_WIDTH-1:0] metrics [0:3];   
    reg [DATA_WIDTH-1:0] gradients [0:3];  
    reg [DATA_WIDTH-1:0] params [0:3];    
    reg [7:0] iter_count;
    reg [3:0] current_state;
    reg learning_en;
    reg mesh_en;
    wire [DATA_WIDTH-1:0] flux_calc;
    wire [DATA_WIDTH-1:0] gradient_calc [0:3];
    wire [DATA_WIDTH-1:0] param_update [0:3];
    wire overflow_flag;
    assign flux_calc = 16'h0100 - (voltage_drift + packet_loss + 
                                   (temp_variance >> 8) + phase_jitter);
    assign gradient_calc[0] = -2 * (threshold_reg - flux_reg);  
    assign gradient_calc[1] = -2 * (threshold_reg - flux_reg);  
    assign gradient_calc[2] = -2 * (threshold_reg - flux_reg) >> 8;  
    assign gradient_calc[3] = -2 * (threshold_reg - flux_reg);  
    assign param_update[0] = params[0] - ((LEARNING_RATE * gradient_calc[0]) >> 8);
    assign param_update[1] = params[1] - ((LEARNING_RATE * gradient_calc[1]) >> 8);
    assign param_update[2] = params[2] - ((LEARNING_RATE * gradient_calc[2]) >> 8);
    assign param_update[3] = params[3] - ((LEARNING_RATE * gradient_calc[3]) >> 8);
    assign overflow_flag = (flux_calc[15] == 1'b1) || 
                          (param_update[0][15] == 1'b1) ||
                          (param_update[1][15] == 1'b1) ||
                          (param_update[2][15] == 1'b1) ||
                          (param_update[3][15] == 1'b1);
    always @(posedge clk or negedge rst_n) begin
        if (!rst_n) begin
            stable <= 1'b0;
            flux_value <= 16'h0000;
            correction_vector <= 16'h0000;
            optimized_params <= 16'h0000;
            learning_active <= 1'b0;
            mesh_broadcast_req <= 1'b0;
            mesh_flux_out <= 16'h0000;
            mesh_correction_out <= 16'h0000;
            mesh_valid_out <= 1'b0;
            iteration_count <= 8'd0;
            state <= IDLE;
            error_flag <= 1'b0;
            params[0] <= 16'h0000;  
            params[1] <= 16'h0000;  
            params[2] <= 16'h0000;  
            params[3] <= 16'h0000;  
            threshold_reg <= THRESHOLD_DEFAULT;
            current_state <= IDLE;
            learning_en <= 1'b0;
            mesh_en <= 1'b0;
            iter_count <= 8'd0;
        end else begin
            threshold_reg <= threshold;
            learning_en <= enable_learning;
            mesh_en <= mesh_broadcast_en;
            metrics[0] <= voltage_drift;
            metrics[1] <= packet_loss;
            metrics[2] <= temp_variance;
            metrics[3] <= phase_jitter;
            case (current_state)
                IDLE: begin
                    stable <= 1'b0;
                    learning_active <= 1'b0;
                    mesh_broadcast_req <= 1'b0;
                    mesh_valid_out <= 1'b0;
                    error_flag <= 1'b0;
                    iter_count <= 8'd0;
                    if (overflow_flag) begin
                        current_state <= ERROR;
                    end else begin
                        current_state <= EVALUATE;
                    end
                end
                EVALUATE: begin
                    flux_reg <= flux_calc;
                    flux_value <= flux_calc;
                    if (flux_calc >= threshold_reg) begin
                        stable <= 1'b1;
                        correction_vector <= 16'h0000;
                        current_state <= IDLE;
                    end else begin
                        stable <= 1'b0;
                        correction_vector <= threshold_reg - flux_calc;
                        if (learning_en) begin
                            current_state <= LEARN;
                        end else begin
                            current_state <= CORRECT;
                        end
                    end
                end
                LEARN: begin
                    learning_active <= 1'b1;
                    if (iter_count < MAX_ITERATIONS) begin
                        gradients[0] <= gradient_calc[0];
                        gradients[1] <= gradient_calc[1];
                        gradients[2] <= gradient_calc[2];
                        gradients[3] <= gradient_calc[3];
                        params[0] <= param_update[0];
                        params[1] <= param_update[1];
                        params[2] <= param_update[2];
                        params[3] <= param_update[3];
                        iter_count <= iter_count + 1;
                        iteration_count <= iter_count + 1;
                        flux_reg <= 16'h0100 - (param_update[0] + param_update[1] + 
                                               (param_update[2] >> 8) + param_update[3]);
                    end else begin
                        learning_active <= 1'b0;
                        optimized_params <= params[0] + params[1] + params[2] + params[3];
                        current_state <= CORRECT;
                    end
                end
                CORRECT: begin
                    if (mesh_en && mesh_valid_in) begin
                        correction_vector <= mesh_correction_in;
                    end
                    current_state <= BROADCAST;
                end
                BROADCAST: begin
                    mesh_flux_out <= flux_reg;
                    mesh_correction_out <= correction_vector;
                    mesh_valid_out <= 1'b1;
                    mesh_broadcast_req <= 1'b1;
                    current_state <= IDLE;
                end
                ERROR: begin
                    error_flag <= 1'b1;
                    stable <= 1'b0;
                    learning_active <= 1'b0;
                    mesh_broadcast_req <= 1'b0;
                    mesh_valid_out <= 1'b0;
                end
                default: begin
                    current_state <= IDLE;
                end
            endcase
            state <= current_state;
        end
    end
    always @(posedge clk) begin
        if (mesh_valid_in && mesh_en) begin
        end
    end
endmodule
module syntropy_mesh_controller #(
    parameter NODES = 4,
    parameter DATA_WIDTH = 16,
    parameter NODE_ID_WIDTH = 2
)(
    input wire clk,
    input wire rst_n,
    input wire [DATA_WIDTH-1:0] node_flux [0:NODES-1],
    input wire [DATA_WIDTH-1:0] node_correction [0:NODES-1],
    input wire [NODES-1:0] node_valid,
    input wire [NODES-1:0] node_broadcast_req,
    output reg [DATA_WIDTH-1:0] mesh_flux_out [0:NODES-1],
    output reg [DATA_WIDTH-1:0] mesh_correction_out [0:NODES-1],
    output reg [NODES-1:0] mesh_valid_out,
    output reg [DATA_WIDTH-1:0] consensus_flux,
    output reg [DATA_WIDTH-1:0] consensus_correction,
    output reg consensus_valid,
    output reg [NODE_ID_WIDTH-1:0] leader_node
);
    always @(posedge clk or negedge rst_n) begin
        if (!rst_n) begin
            consensus_flux <= 16'h0000;
            consensus_correction <= 16'h0000;
            consensus_valid <= 1'b0;
            leader_node <= 2'd0;
            for (integer i = 0; i < NODES; i = i + 1) begin
                mesh_flux_out[i] <= 16'h0000;
                mesh_correction_out[i] <= 16'h0000;
            end
            mesh_valid_out <= 4'b0000;
        end else begin
            if (node_valid[0] && node_flux[0] > consensus_flux) begin
                consensus_flux <= node_flux[0];
                consensus_correction <= node_correction[0];
                leader_node <= 2'd0;
                consensus_valid <= 1'b1;
            end else if (node_valid[1] && node_flux[1] > consensus_flux) begin
                consensus_flux <= node_flux[1];
                consensus_correction <= node_correction[1];
                leader_node <= 2'd1;
                consensus_valid <= 1'b1;
            end else if (node_valid[2] && node_flux[2] > consensus_flux) begin
                consensus_flux <= node_flux[2];
                consensus_correction <= node_correction[2];
                leader_node <= 2'd2;
                consensus_valid <= 1'b1;
            end else if (node_valid[3] && node_flux[3] > consensus_flux) begin
                consensus_flux <= node_flux[3];
                consensus_correction <= node_correction[3];
                leader_node <= 2'd3;
                consensus_valid <= 1'b1;
            end
            for (integer i = 0; i < NODES; i = i + 1) begin
                mesh_flux_out[i] <= consensus_flux;
                mesh_correction_out[i] <= consensus_correction;
                mesh_valid_out[i] <= consensus_valid;
            end
        end
    end
endmodule
==> ci_impl_report.md <==
### Metrics collected by this job

| Metric | Value |
|---|---|
| Wire length of the first global-routing pass | 85.7 mm |
| Proportion of register bits with asynchronous set or reset after synthesis | 0.922 |
| Number of standard cells in the final layout excluding fillers | roughly 3000 |
| Post-cts resize count | 0 |
| Number of storage elements in the synthesis netlist | 204 |
| Buffer depth of the longest clock path | 3 |
| Global Route met1 Usage | 0.392 |
| Met2 track demand over resource | 0.419 |
| Remaining DRCs | 0 |
| Number of antenna violations at the first check in global routing | 2 |
| Worst Path Arrival | 17.89 ns |
| Relative slew slack | 0.426 |
| HP Class | reg -> reg |
| H-tree level count | 1 |
| Number of buffers created by CTS | 26 |
| Starting DRC count in detailed routing | slightly above 600 |
| Via-to-Cell Ratio | ~5.2 |
| Sum of routed wire length over all layers | roughly 53 mm |
| Area of the mapped netlist | around 22000 um2 |
| Slowest cell on crit path | sky130_fd_sc_hd__fa_1 |
| Category of the worst setup path capture point | flip-flop |
| Setup repair bufs after CTS | 0 |
| Pins Over Slew Limit | 0 |
| Peak fanout along the critical path | 4 |
| Largest net degree at the start of global routing | roughly 55 |
| Tcrit/Tclk final | 0.913 |
| Detailed placement HPWL | roughly 44 mm |
| Post-layout minimum cycle time | approximately 18 ns |
| Post-synthesis simple-gate area fraction | 0.0994 |
| Post-synthesis instance total | between 2000 and 2500 |
| Result of the run | complete, no violations |
| YS warnings | 0 |
| GR Layer Usage met3 | 0.0738 |
| Unique masters post-synth | ~80 |
| Max reg flops | between 60 and 70 |
| Total negative setup slack | 0 ns |
| Number of I/O pins | around 210 |
| Required time of the worst setup path | 19.57 ns |
| Total instance count after detailed placement | 2885 |
| Share of final-layout standard cells stronger than drive strength 1 | 0.0614 |
| Routability congestion estimate from global placement | about 0.95 |
| Complex Gates by Area | 0.106 |
| Post-synth EDFFs | 16 |
| Port bufs | 188 |
| Top logic family | adder cells |
| Post-cts hold buffer count | 0 |
| Max_cap viols | 0 |
| Top cell by count, worst path | sky130_fd_sc_hd__inv_1 |
| Total setup violations reported at the end of the flow | 0 |
| Area of the die | about 44000 um2 |
| Initial standard-cell utilization of the core | 0.511 |
| Global route total overflow | 0 |
| MUX share of area | 0.0200 |
| Num Clock Sinks | slightly above 200 |
| Mean routed wirelength per cell | 18.1 um |
| Number of warnings the tools reported | ~56 |
| TritonCTS clock tree | yes |
| Mapped Avg Cell Area | ~9.9 um2 |
| Via count of the first global-routing pass | between 15000 and 20000 |
| Most frequently used flop master after synthesis | sky130_fd_sc_hd__dfrtp_1 |
| Chip area line of the yosys report | between 20000 and 25000 um2 |
| Worst slew pin tran | roughly 0.85 ns |
| Setup repair after global routing missed its margin | false |
| Total via count in the routed design | around 15000 |
| Number of core rows | between 70 and 80 |
| XOR/XNOR Fraction of Synth Area | 0.0863 |
| Sequential-to-total area share from yosys stat | 0.241 |
| Register bank with the most flops | params |
| Maximum operating frequency | around 57 MHz |
| Post-route ant nets | 0 |
| Final Skew | 0.0294 ns |
| Die extent in x | about 210 um |
| Layout area overhead | 16.0% |
| Clock root buffer master | sky130_fd_sc_hd__clkbuf_16 |
| Height of the die | ~210 um |
| Insertion Delay late pin | 0.56 ns |
| Router iterations before antenna repair | 5 |
| Type of origin of the critical path | flip-flop |
| Ys cells | between 2000 and 2500 |
| Overall Global Routing Usage | 0.268 |
| Core ar. | 42200 um2 |
| Clock transition at the register clock pins on the worst setup and hold paths after CTS | roughly 0.07 ns |
| Layer carrying the most global-route usage | met2 |
| CP peak stage delay | 0.66 ns |
| Path type of the worst setup path | reg -> reg |
| Final Hold Violating Endpoints | 0 |
| Share of synthesized cell area in full adder, half adder and majority cells | 0.377 |
## layer usage
layer	up-vias	wire length [um]
met4	4	1260
met3	65	3580
met1	7400	22900
li1	7533	-
met5	-	29
met2	309	25200
## area by class of cell
| type | instances | area (um2) |
|---|---|---|
| multi-input combinational | 1572 | 14900 |
| fill | 3574 | 17200 |
| inverter | 363 | 1360 |
| clock buffer | 36 | 759 |
| clock inverter | 12 | 120 |
| tap | 539 | 674 |
| sequential | 204 | 5200 |
| antenna | 1 | 2.50 |
| timing repair buffer | 207 | 2030 |
## cell usage after synthesis (35+ instances only)
library cell               instances  share of area
sky130_fd_sc_hd__clkbuf_1         36         0.0063
sky130_fd_sc_hd__dfrtp_1         179           0.21
sky130_fd_sc_hd__a21o_1           35          0.012
sky130_fd_sc_hd__xor2_1           66          0.027
sky130_fd_sc_hd__nor2_1          106          0.018
sky130_fd_sc_hd__xnor2_1         135          0.055
sky130_fd_sc_hd__a21oi_1          87          0.020
sky130_fd_sc_hd__fa_1            231           0.21
sky130_fd_sc_hd__ha_1            280           0.16
sky130_fd_sc_hd__o21ai_0         106          0.025
sky130_fd_sc_hd__nor3_1           43          0.010
sky130_fd_sc_hd__nand2_1         177          0.031
sky130_fd_sc_hd__inv_1           362          0.063
## placed cells by master (no fill, tap or decap), types with 7 or more instances in the layout
| cell type | count |
|---|---|
| sky130_fd_sc_hd__inv_1 | 362 |
| sky130_fd_sc_hd__ha_1 | 280 |
| sky130_fd_sc_hd__fa_1 | 231 |
| sky130_fd_sc_hd__clkdlybuf4s50_1 | 187 |
| sky130_fd_sc_hd__dfrtp_1 | 179 |
| sky130_fd_sc_hd__nand2_1 | 176 |
| sky130_fd_sc_hd__xnor2_1 | 135 |
| sky130_fd_sc_hd__o21ai_0 | 106 |
| sky130_fd_sc_hd__nor2_1 | 106 |
| sky130_fd_sc_hd__a21oi_1 | 87 |
| sky130_fd_sc_hd__xor2_1 | 66 |
| sky130_fd_sc_hd__nor3_1 | 42 |
| sky130_fd_sc_hd__a21o_1 | 35 |
| sky130_fd_sc_hd__mux2_2 | 33 |
| sky130_fd_sc_hd__clkbuf_16 | 27 |
| sky130_fd_sc_hd__o21a_1 | 24 |
| sky130_fd_sc_hd__nor2b_1 | 19 |
| sky130_fd_sc_hd__buf_4 | 19 |
| sky130_fd_sc_hd__and2_1 | 17 |
| sky130_fd_sc_hd__nand3_1 | 17 |
| sky130_fd_sc_hd__edfxtp_1 | 16 |
| sky130_fd_sc_hd__o21bai_1 | 14 |
| sky130_fd_sc_hd__or2_2 | 13 |
| sky130_fd_sc_hd__nor4_1 | 12 |
| sky130_fd_sc_hd__nand2b_1 | 11 |
| sky130_fd_sc_hd__or3_1 | 10 |
| sky130_fd_sc_hd__o21ai_1 | 9 |
| sky130_fd_sc_hd__dfstp_2 | 9 |
| sky130_fd_sc_hd__a21boi_0 | 8 |
| sky130_fd_sc_hd__a211oi_1 | 7 |
## per-stage QoR
step                      hold slack [ns]  setup WS, ns  area, um2  utilization
final                               0.475          1.68      25000        0.592
after global routing                0.500         0.646      25000        0.592
after CTS                           0.482          1.56      25000        0.592
after detailed placement            0.467          1.59      24100        0.572
after global placement              0.462          1.66      24100        0.572
after floorplan                     0.352          4.26      21600            -
## cell families after synthesis
group	Yosys count
fa+ha+maj	511
simple gates	456
buf+inv	402
compound gates	359
xor+xnor	206
flops	204
mux	39
other cells	1
## critical path: cells and delay by family, from the launching register on
family,cells,cell delay [ns]
multiplexers,1,0.10
AND-OR/OR-AND,16,2.92
flip-flops,1,0.59
XOR/XNOR,13,3.76
buffers and inverters,14,1.09
adder cells (fa/ha/maj),18,7.80
AND/OR/NAND/NOR,5,1.09
## worst paths after layout
kind	start	depth (start not counted)	slack, ns	end
max	threshold_reg[1]$_DFF_PN1_	67	1.68	flux_reg[12]$_DFFE_PP_
min	optimized_params[9]$_DFFE_PN0P_	2	0.48	optimized_params[9]$_DFFE_PN0P_
max reg2reg	threshold_reg[1]$_DFF_PN1_	67	1.68	flux_reg[12]$_DFFE_PP_
min reg2reg	optimized_params[9]$_DFFE_PN0P_	2	0.48	optimized_params[9]$_DFFE_PN0P_
max in group asynchronous	rst_n	3	14.36	mesh_correction_out[10]$_DFFE_PN0P_
min in group asynchronous	rst_n	1	3.25	optimized_params[11]$_DFFE_PN0P_
